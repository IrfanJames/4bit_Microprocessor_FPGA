`design/flow/config.mk`:
```
export PLATFORM = sky130hd
export DESIGN_NAME = DE1_SOC
export DESIGN_NICKNAME = DE1_SOC
export VERILOG_FILES = /design/flow/design.v
export SDC_FILE = /design/flow/constraint.sdc
export NUM_CORES = 4
export LEC_CHECK = 1
export CORE_UTILIZATION = 30
```
`design/flow/constraint.sdc`:
```
current_design DE1_SOC

set clk_period 2.8
set clk_io_pct 0.2

create_clock -name clk0 -period $clk_period [get_ports {CLOCK_50}]

set non_clock_inputs [all_inputs -no_clocks]
set_input_delay [expr $clk_period * $clk_io_pct] -clock clk0 $non_clock_inputs
set_output_delay [expr $clk_period * $clk_io_pct] -clock clk0 [all_outputs]
```
`design/flow/design.v`:
```
module Display_7_Segment (in, Display_1, Display_0);
	input [4:0] in;
	output [6:0] Display_1, Display_0;
	wire less_than_9;
	comparator U_C (in, less_than_9);
	segment_7_01 U_D (less_than_9, Display_1);
	wire [4:0] final_in_display;
	wire [4:0] Cir_A;
	Circuit_A U_E (in, Cir_A);
	mux4bit_2to1 U_F (in, Cir_A, less_than_9, final_in_display);
	segment_7 U_G (final_in_display[3:0], Display_0);
endmodule
module comparator(in,out);
	input [4:0] in;
	output out;
	assign out= in[4] | ( in[3] & (in[2] | in[1] ) );
endmodule
module Circuit_A (in, out);
	input [4:0] in;
	output [4:0] out;
	assign a = in[4];
	assign b = in[3];
	assign c = in[2];
	assign d = in[1];
	assign e = in[0];
	assign out[4] = 1'b0;
	assign out[3] = (~b & d);
	assign out[2] = (~b&~d) | (c&d);
	assign out[1] = ~d;
	assign out[0] = e;
endmodule
module segment_7 (in, Display);
	input [3:0] in;
	output [6:0] Display;
	assign a= in[3];
	assign b= in[2];
	assign c= in[1];
	assign d= in[0];
	assign Display[0] = ~c&( (~a&~b&d) | (b&~d) );  
	assign Display[1] = b&( (~c&d) | (c&~d) );  
	assign Display[2] = ~b&c&~d;  
	assign Display[3] = (~b&~c&d) | b&( (~c&~d) | (c&d) );  
	assign Display[4] = b&~c | d;  
	assign Display[5] = c&( ~b | d ) | (~a&~b&d);  
	assign Display[6] = (~a&~b&~c) | (b&c&d);  
endmodule
module segment_7_01 (in, Display);
	input in;
	output [6:0] Display;
	assign Display[0] = in;
	assign Display[1] = 1'b0;
	assign Display[2] = 1'b0;
	assign Display[3] = in;
	assign Display[4] = in;
	assign Display[5] = in;
	assign Display[6] = 1'b1;
endmodule
module Adder_n(sub, X, Y, Sum, Cout);
	parameter n = 4;
	input sub;
	input [n-1:0] X, Y;
	output Cout;
	output [n-1:0] Sum;
	wire [n:0] C;
	wire [n-1:0] Y0;
	assign Y0[0] = sub^Y[0];
	assign Y0[1] = sub^Y[1];
	assign Y0[2] = sub^Y[2];
	assign Y0[3] = sub^Y[3];
	genvar i;
	assign C[0] = sub;
	assign Cout = C[n];
	generate
	for(i=0;i<=n-1;i=i+1)
		begin:addbit
		fulladd stage(C[i],X[i],Y0[i],Sum[i],C[i+1]);
		end
	endgenerate
endmodule
module fulladd(cin,x,y,Sum,Cout);
	input cin,x,y;
	output Sum,Cout;
	assign Sum=x^y^cin;
	assign Cout= (x&y) | (x&cin) | (y&cin);
endmodule
module clock_Divider(input clk_in, output reg clk_out);
	reg[27:0] counter=28'd0;
	parameter DIVISOR = 28'd2500000;
	always @(posedge clk_in)
	begin
		counter <= counter + 28'd1;
		if(counter>=(DIVISOR-1))
			counter <= 28'd0;
		clk_out <= (counter<DIVISOR/2)?1'b1:1'b0;
	end
endmodule
module D_ff (clk, in, out);
	input clk, in;
	output reg out;
	always @(posedge clk)
	begin
		if (clk)	out <= in;
	end
endmodule
module Register_En_Decoder (D1, D0, out);
	input D1, D0;
	output reg [2:0] out;
	always @(D1, D0)
	begin
		case ( {D1, D0} )
		2'b00: out = 3'b001;
		2'b01: out = 3'b010;
		2'b10: out = 3'b100;
		2'b11: out = 3'b000;
		endcase
	end
endmodule
module mux4bit_2to1 (in_A, in_B, s, out);
   parameter n = 4;
   input [n-1:0] in_A, in_B;
	input s;
	output [n-1:0] out;
	assign out= s? in_B: in_A;
endmodule
module Number_Cruncher(clk, OP_Code, Display1, Display0, Display3, Display2);
	input clk;
	output [6:0] Display1, Display0, Display3, Display2;
	output [7:0] OP_Code;
	wire         ALU_Cout;
	wire   [3:0] ALU_InA;
	wire   [3:0] ALU_InB;
	wire   [3:0] ALU_Out;
	wire [3:0] PC_Out;
	wire J, C, D1, D0, S_reg, S_C2, C1, C0;  
	wire DFF_Out_Cout, jump;
	D_ff DF_A (clk, ALU_Cout, DFF_Out_Cout);
	assign jump = J | (C & DFF_Out_Cout);
	Program_Counter PC (clk, jump, {1'b0, S_C2, C1, C0}, PC_Out);  
	assign OP_Code = {J, C, D1, D0, S_reg, S_C2, C1, C0};  
	RAM RAM_A (PC_Out, {J, C, D1, D0, S_reg, S_C2, C1, C0});
	wire   [3:0] MUX_Out;
	mux4bit_2to1 Mux_A (ALU_Out, {1'b0, S_C2, C1, C0}, S_reg, MUX_Out);  
	wire   [2:0] Reg_En;
	wire   [3:0] Reg_O_Out;
	Register_En_Decoder Reg_En_A (D1, D0, Reg_En);
	Register_4bit Reg_A (MUX_Out, Reg_En[0], 1'b1, clk, ALU_InA);
	Register_4bit Reg_B (MUX_Out, Reg_En[1], 1'b1, clk, ALU_InB);
	Register_4bit Reg_O (ALU_InA, Reg_En[2], 1'b1, clk, Reg_O_Out);
	Adder_n ALU (S_C2, ALU_InA, ALU_InB, ALU_Out, ALU_Cout);
	Display_7_Segment Display_A (Reg_O_Out, Display1, Display0);
	Display_7_Segment Display_B (PC_Out,    Display3, Display2);
endmodule
module Program_Counter (clk, jump, custom_data, out);
	input clk, jump;
	input [3:0] custom_data;
	output reg [3:0] out;
	initial 
	begin
		out <= 4'b0000;
	end
	always @(posedge clk)
	begin
		if (jump)	
		out <= custom_data;
		else 
		out <= out + 1;
	end
endmodule
module RAM (in, out);
	input  [3:0] in;
	output reg [7:0] out;
	always @(in)
	begin
		case ( in )
			4'b0000: out = 8'b00001000;
			4'b0001: out = 8'b00011001;
			4'b0010: out = 8'b00100000;
			4'b0011: out = 8'b00010000;
			4'b0100: out = 8'b01110000;
			4'b0101: out = 8'b00000000;
			4'b0110: out = 8'b00010100;
			4'b0111: out = 8'b00000100;
			4'b1000: out = 8'b10110010;
			default: out = 8'b10110000;
		endcase
	end
endmodule
module Register_4bit (in, en, reset, clk, out);
	input [3:0] in;
	input en, reset, clk;
	output reg [3:0] out;
	always @(posedge clk, negedge reset)
	begin
		if (reset == 0)	out <= 4'b0000;
		else if (en)		out <= in;
	end
endmodule
module DE1_SOC( 
output		          		ADC_CONVST,
output		          		ADC_DIN,
input 		          		ADC_DOUT,
output		          		ADC_SCLK,
input 		          		CLOCK2_50,
input 		          		CLOCK3_50,
input 		          		CLOCK4_50,
input 		          		CLOCK_50,
output		    [12:0]		DRAM_ADDR,
output		     [1:0]		DRAM_BA,
output		          		DRAM_CAS_N,
output		          		DRAM_CKE,
output		          		DRAM_CLK,
output		          		DRAM_CS_N,
inout 		    [15:0]		DRAM_DQ,
output		          		DRAM_LDQM,
output		          		DRAM_RAS_N,
output		          		DRAM_UDQM,
output		          		DRAM_WE_N,
output		     [6:0]		HEX0,
output		     [6:0]		HEX1,
output		     [6:0]		HEX2,
output		     [6:0]		HEX3,
output		     [6:0]		HEX4,
output		     [6:0]		HEX5,
input 		          		IRDA_RXD,
output		          		IRDA_TXD,
input 		     [3:0]		KEY,
output		     [9:0]		LEDR,
inout 		          		PS2_CLK,
inout 		          		PS2_CLK2,
inout 		          		PS2_DAT,
inout 		          		PS2_DAT2,
input 		     [9:0]		SW,
inout 		    [35:0]		GPIO
);
	assign HEX2 = 7'b1111111;
	assign HEX3 = 7'b1111111;
	wire Clk;
	clock_Divider Clock_Div (CLOCK_50, Clk);
	Number_Cruncher CPU (Clk, LEDR[7:0], HEX1, HEX0, HEX5, HEX4);
endmodule
```
`design/flow/run.sh`:
```
#!/bin/bash
# OpenROAD 26Q1-2900-gdf79404cd8, Yosys 0.63+post, stock flow scripts
make -C /OpenROAD-flow-scripts/flow DESIGN_CONFIG=/design/flow/config.mk WORK_HOME=/design/flow/orfs finish
```
==> flow_metrics.py <==
# Auto-generated metrics
metrics = {
    "status": {
        "outcome": "complete, no violations",
    },
    "place": {
        "dp.cells": 464,
        "hpwl_mm": 3.42,
        "gp_congestion": 0.787,
        "placement.io_buffers": 30,
    },
    "yosys": {
        "synth_flop_count": 46,
        "yosysCellCount": 329,
        "xor_share": 0.0602,
        "ys_seq_frac": 0.358,
        "simple_gate_share": 0.192,
        "yosysUniqueCellTypes": 47,
        "async_reset_ff_frac": 0,
        "netlist_area_mm2": 0.00291,
        "synthCells": 329,
        "yosys-stat-area_mm2": 0.00291,
        "ys.flop_type": "dfxtp_1",
        "yosysWarningCount": 49,
        "mux_area_frac": 0.0103,
        "logic_family": "buffers and inverters",
        "synth_area_per_cell_um2": 8.85,
        "adder_share": 0.0421,
        "edf_count": 12,
        "yosys.area_share.aoi": 0.128,
    },
    "final_timing": {
        "finalSetupViolations": 0,
        "fin_crit_sh": 0.744,
        "setup_tns_ps": 0,
        "unclocked_regs": 17,
        "maxSlewHeadroom": 0.427,
        "untimed_endpoints": 115,
        "tightest_slew_ps": 859,
        "skew_ps": 4.97,
        "rsz0062_at_grt": "false",
        "max_freq_mhz": 480,
        "fin_crit_ps": 2080,
        "maxSlewViolCount": 0,
        "hold_viol": 0,
    },
    "power_and_ir_drop": {
        "total_power_mw": 0.763,
        "combPwrFrac": 0.006,
        "p_sw_mw": 0.148,
        "powerDensity_mw_per_mm2": 245,
        "power_frac_clock": 0.441,
        "p_int_mw": 0.615,
        "p_leak_nw": 1.19,
        "switching_share": 0.194,
        "p_seq_frac": 0.553,
        "worst_ir_drop_vdd_mv": 0.300,
    },
    "global_route": {
        "met2_usage": 0.154,
        "grt_pass1_wl_mm": 7.93,
        "grtUsageTotal": 0.0956,
        "grt_max_degree": 23,
        "antenna_found_initial": 0,
        "grt_util_met1": 0.142,
        "first_global_vias": 1800,
        "overflow": 0,
        "busiest_layer": "met2",
        "use_met3": 0.0190,
    },
    "floorplanning": {
        "core_mm2": 0.00933,
        "io_pins": 155,
        "die_x_um": 101,
        "fp.dieH_um": 101,
        "rows": 35,
        "dieArea_mm2": 0.0101,
        "fp_util": 0.312,
    },
    "cells_and_area": {
        "layout_top_cells": "55 x conb_1, 34 x dfxtp_1, 30 x clkdlybuf4s50_1",
        "drive_gt1_frac": 0.0409,
        "nFillCells": 951,
        "area_growth_pct": 7.18,
        "fin_cells": 471,
        "fin_util": 0.335,
        "lay_top_count": "conb_1",
    },
    "routing": {
        "diodes": 0,
        "drt_first_pass_iters": 4,
        "ant_nets": 0,
        "wl_per_cell_um": 9.88,
        "num_vias": 2033,
        "viasPerCell": 4.32,
        "routed_wl_mm": 4.65,
        "remaining_drc_errors": 0,
        "drt_iter0_drc": 44,
    },
    "worst_setup_path": {
        "critical_path_class": "flop to flop",
        "path_max_fanout": 17,
        "setup.worst_path.start_class": "flop",
        "crit-reg2reg-launch": "Clock_Div.counter[0]",
        "r2r_setup_slack_ps": 720,
        "cp_data_required_time_ps": 2920,
        "reg2reg_to": "Clock_Div.counter[9]",
        "arrival_ps": 2210,
        "cp-end-kind": "flop",
        "crit_end": "Clock_Div.counter[9]",
        "r2r_cells": 5,
        "cp-startpoint": "Clock_Div.counter[0]",
    },
    "clocking": {
        "cts.path.max_buffers": 2,
        "insertion_delay_ps": 270,
        "cts_buffers": 5,
        "cts_tree": "built",
        "clkTransAtPathRegs_ps": 60,
        "ctsHoldBuffers": 0,
        "post-cts-setup-buffer-count": 0,
        "h-tree-depth": 2,
        "cts_root_buf": "clkbuf_8",
        "cts_resized": 0,
    },
    "job": {
        "tool_warnings": 103,
        "cap_violations": 0,
    },
    "worst_hold_path": {
        "hold_class": "flop to flop",
    },
}
[logic make-up (layout without fill, tap and decap cells)]
| group | Yosys count | in the layout |
|---|---|---|
| AOI/OAI and AO/OA | 57 | 57 |
| xor gates and xnor gates | 20 | 20 |
| adders and majority gates | 8 | 8 |
| buffers and inverters | 94 | 54 |
| DFF | 46 | 46 |
| muxes | 3 | 3 |
| other | 2 | 55 |
| and+or+nand+nor | 99 | 99 |
[synth_stat cells, types with 5 or more instances]
cell      instances  area (um^2)
edfxtp_1         12          360
nor3_1           15         75.1
ha_1              5         62.6
nand3_1          13         65.1
o21ai_0          19         95.1
nor2_1           11         41.3
nand2_1          17         63.8
buf_4            63          473
and3_1            6         37.5
xnor2_1           9         78.8
inv_1            16         60.1
nand4_1           7         43.8
dfxtp_1          34          681
xor2_1           11         96.3
clkbuf_1          8         30.0
a21oi_1          18         90.1
or3_1             9         56.3
[worst max-delay path, stage by stage (launching register included)]
cell      delay (ps)
dfxtp_1          340
ha_1             200
and4_1           380
o211ai_2         160
a211oi_4         730
nor3_1           110
[worst min path at each step]
stage / startpoint / to / slack, ps / depth (start not counted)
CTS: Clock_Div.counter[0] / Clock_Div.counter[0] / 450 / 1
global route: Clock_Div.counter[0] / Clock_Div.counter[0] / 470 / 1
finish: Clock_Div.counter[0] / Clock_Div.counter[0] / 450 / 1
[power groups by stage]
stage	Sequential, mW	Combinational, mW	Clock (mW)
CTS	0.422	0.00542	0.348
global route	0.423	0.00849	0.367
finish	0.423	0.00451	0.336
[state kept, by name, indices dropped and copies added, names as in the netlist]
signal and cells:
CPU.DF_A.out 1, CPU.PC.out 4, CPU.Reg_B.out 4, CPU.Reg_A.out 4, Clock_Div.clk_out 1, CPU.Reg_O.out 4, Clock_Div.counter 28
[per-stage QoR]
stage	instance area (um^2)	worst slack [ps]	hold WS, ps
floorplan	3110	1100	421
global placement	3030	748	437
detailed placement	3030	718	442
CTS	3120	698	450
global route	3120	553	475
finish	3120	716	447
[cell type report]
type                            count  area (um^2)  share of cell area
Clock buffer                        7         86.3              0.0277
Inverter                           17         63.8              0.0204
Multi-Input combinational cell    242         1470               0.470
Sequential cell                    46         1040               0.334
Tap cell                          129          161              0.0517
Timing Repair Buffer               30          300              0.0962
[layer usage]
layer  wire length (um)  share of wire  vias to the layer above
li1                   -              -                     1056
met1               2250           0.48                      942
met2               2240           0.48                       33
met3                144          0.031                        2
met4                 14         0.0030                        0
met5                  0              0                        -
